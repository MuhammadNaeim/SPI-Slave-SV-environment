## config.mk

```make
export PLATFORM = sky130hd
export DESIGN_NAME = SLAVE
export DESIGN_NICKNAME = SLAVE
export VERILOG_FILES = /design/flow/design.v
export SDC_FILE = /design/flow/constraint.sdc
export NUM_CORES = 4
export LEC_CHECK = 1
export CORE_AREA = 10 10 102 102
export DIE_AREA = 0 0 112 112
```

## constraint.sdc

```tcl
current_design SLAVE

set clk_period 3.1
set clk_io_pct 0.2

create_clock -name clk0 -period $clk_period [get_ports {clk}]

set non_clock_inputs [all_inputs -no_clocks]
set_input_delay [expr $clk_period * $clk_io_pct] -clock clk0 $non_clock_inputs
set_output_delay [expr $clk_period * $clk_io_pct] -clock clk0 [all_outputs]
```

## design.v

```verilog
module SLAVE (MOSI,MISO,SS_n,clk,rst_n,rx_data,rx_valid,tx_data,tx_valid);
localparam IDLE      = 3'b000;
localparam WRITE     = 3'b001;
localparam CHK_CMD   = 3'b010;
localparam READ_ADD  = 3'b011;
localparam READ_DATA = 3'b100;
input            MOSI, clk, rst_n, SS_n, tx_valid;
input      [7:0] tx_data;
output reg [9:0] rx_data;
output reg       rx_valid, MISO;
reg [3:0] counter;
reg       received_address;
reg [2:0] cs, ns;
always @(posedge clk) begin
    if (~rst_n) begin
        cs <= IDLE;
    end
    else begin
        cs <= ns;
    end
end
always @(*) begin
    case (cs)
        IDLE : begin
            if (SS_n)
                ns = IDLE;
            else
                ns = CHK_CMD;
        end
        CHK_CMD : begin
            if (SS_n)
                ns = IDLE;
            else begin
                if (~MOSI)
                    ns = WRITE;
                else begin
                    if (~received_address) 
                        ns = READ_ADD;
                    else
                        ns = READ_DATA;
                end
            end
        end
        WRITE : begin
            if (SS_n)
                ns = IDLE;
            else
                ns = WRITE;
        end
        READ_ADD : begin
            if (SS_n)
                ns = IDLE;
            else
                ns = READ_ADD;
        end
        READ_DATA : begin
            if (SS_n)
                ns = IDLE;
            else
                ns = READ_DATA;
        end
    endcase
end
always @(posedge clk) begin
    if (~rst_n) begin
        rx_data <= 0;
        rx_valid <= 0;
        received_address <= 0;
        MISO <= 0;
        counter <= 0;  
    end
    else begin
        case (cs)
            IDLE : begin
                rx_valid <= 0;
            end
            CHK_CMD : begin
                counter <= 10;
            end
            WRITE : begin
                if (counter > 0) begin
                    rx_data[counter-1] <= MOSI;
                    counter <= counter - 1;
                end
                else begin
                    rx_valid <= 1;
                end
            end
            READ_ADD : begin
                if (counter > 0) begin
                    rx_data[counter-1] <= MOSI;
                    counter <= counter - 1;
                end
                else begin
                    rx_valid <= 1;
                    received_address <= 1;
                end
            end
            READ_DATA : begin
                if (tx_valid) begin
                    rx_valid <= 0;
                    if (counter > 0) begin
                        MISO <= tx_data[counter-1];
                        counter <= counter - 1;
                    end
                    else begin
                        received_address <= 0;
                    end
                end
                else begin
                    if (counter > 0) begin
                        rx_data[counter-1] <= MOSI;
                        counter <= counter - 1;
                    end
                    else begin
                        rx_valid <= 1;
                        counter <= 10;
                    end
                end
            end
        endcase
    end
end
endmodule
```

## run.sh

```bash
#!/bin/bash
# OpenROAD 26Q1-2900-gdf79404cd8, Yosys 0.63+post, stock flow scripts
make -C /OpenROAD-flow-scripts/flow DESIGN_CONFIG=/design/flow/config.mk WORK_HOME=/design/flow/orfs finish
```

==> results.txt <==
Summary of the current implementation state.

- The flow ran to the end, and the final reports show no timing, DRC or antenna violations.
- The share of the core filled by cells before placement is 0.175, for reference.
- The buffer cell driving the clock tree root is sky130_fd_sc_hd__clkbuf_8, for reference.
- The setup-violating endpoint count in the final report is 0, for reference.
- The number of maximum-capacitance violations is 0, for reference.
- Per the CTS log, the maximum H-tree level is 1.
- Detailed routing placed a total of 172 um of wire on met3.
- Counting endpoints that fail hold in the final report gives 0.
- STA classifies the critical path endpoint as a register.
- The count of port buffers added during placement is 24, for reference.
- The ratio of final minimum period to clock period is 0.949, for reference.
- The clock tree from TritonCTS is yes, for reference.
- The clock passes through at most 2 buffers.
- According to the report, the first pass of detailed routing completed in 4 iterations.
- For reference, the critical path cell chain is inv_2 > ha_4 > inv_1 > nor3_4 > inv_2 > ha_1 > nor4bb_2 > nand3_1 > or3_4 > or4_1 > mux2i_1.
- The count of instantiated cells in the yosys netlist is 173, for reference.
- In this run the cell area measured after placement is 1890 um2.
- The synthesized netlist contains 40 unique library cells.
- The slowest library cell on the worst path is sky130_fd_sc_hd__or4_1, for reference.
- The instance tally after logic synthesis is 173, for reference.
- The data required time at the worst endpoint is 3.24 ns, for reference.
- In this run the remaining antenna-violating nets after routing total 0.
- The max-slew violation count is 0, for reference.
- The worst setup path is of the register to register kind.
- The count of endpoints without a timing constraint is 3, for reference.
- The cell count of the worst hold path is 2, for reference.
- The report lists the number of standard-cell rows as 33.
- The async set or reset register ratio after synthesis is 0, for reference.
- The destination of the worst hold path is rx_data[2]$_SDFFE_PN0P_, for reference.
- After detailed routing, the total wire length is 3710 um.
- The via count of the routed design is 1,362, for reference.
- Summing all non-filler instances in the final layout gives an area of 2010 um2.
- In this run the standard cell core region covers 8220 um2.
- Per the timing report, the biggest fanout along the worst path comes to 9.
- The first-pass GRT wire length is 6390 um, for reference.
- The fraction of power spent switching nets is 0.253, for reference.
- The timer found 3 register pins that no clock reaches; their paths are not timed.
- The worst clock skew is 0.00175 ns, for reference.
- The initial antenna violation count was 0.
- After the flow finishes, the layout carries non-filler instances totaling 312.
- Counting cells, the worst reg-to-reg path comes to 11.
- For reference, the post-synthesis area per instance comes to 8.30 um2.
- The synthesized flop and latch total is 23, for reference.
- The most numerous cell type found on the critical path is sky130_fd_sc_hd__inv_2.
- The repair_antennas step left the layout with diodes totalling 0.
- The max-slew check reports its worst relative slack as 0.660.
- The clock transition time at the flip-flop clock pins of the worst setup and hold paths is 0.08 ns, for reference.
- Counting flops with a built-in enable in the synthesized netlist gives 0.
- The analysis attributes to cell leakage a power of 0.752 nW.
- The aggregate global-route resource usage is 0.0589, for reference.
- The peak ir drop on the vdd network is 123 uV, for reference.
- The share of cells above drive strength 1 is 0.188, for reference.
- The number of buffers inserted during clock tree synthesis is 3, for reference.
- Across all register-to-register paths, the minimum setup slack is 0.16 ns.
- For this run, the slowest stage of the critical path takes 0.51 ns.
- The stat command in Yosys gives a chip area of 1440 um2.
- The capturing point of the worst reg2reg path is rx_data[6]$_SDFFE_PN0P_, for reference.
- The detailed router put a total of 1970 um of wire on met1.
- The number of vias per cell after detailed routing is 4.37, for reference.
- The layout-stage area growth over the synthesis result is 39.9%, for reference.
- The die area is 12,500 um2, for reference.
- Per the detail_route report, routed wire per instance is 11.9 um.
- The summed negative setup slack over all endpoints is 0 ns, for reference.
- For this run the detailed placement stage logged an HPWL of 2890 um.
- The detailed router used layers up to and including met4.
- The worst path needs 2.94 ns of the cycle, external delays included.
- In this run the power density over the cells is 287 nW/um2.
- The die is 112 um wide.
- Entering global routing, the biggest net connects 16 pins.
- The transition time of the tightest slew-check pin is 0.509 ns, for reference.
- The initial DRC count is 46, for reference.
- The number of global-route vias before repair is 1,320, for reference.
- Recorded from the global router log, the overflow total was 0.
- The most frequently used flop master after synthesis is sky130_fd_sc_hd__dfxtp_1, for reference.
- The launching point of the worst reg2reg path is counter[0]$_SDFFE_PN0P_, for reference.
- In the power breakdown, the internal column shows 0.000430 W.
- The worst endpoint data arrival time is 3.08 ns, for reference.
- The path category of the worst min-delay check is register to register, for reference.
- The highest achievable clock rate is 0.340 GHz, for reference.
- The share of total power dissipated in the clock network is 0.348.
- The hold-fix buffer count after cts is 0, for reference.
- The warning tally printed by Yosys for this design is 1.
- Summed over all nets, the switching power comes to 0.000146 W.
- The tool warning count for the run is 27.
- Including well taps, the total number of placed cells is 305.
- Wire segments on met2 add up to 1540 um in the final route.
- Of the total power, registers draw 0.456.
- The synthesized netlist occupies a cell area of 1440 um2.
- STA classifies the critical path startpoint as a register.
- The combinational fraction of design power is 0.196, for reference.
- According to the floorplan report, the die height is 112 um.
- At the end of the flow the core is filled with cells to 0.244.
- STA lists the startpoint of the worst hold path as rx_data[2]$_SDFFE_PN0P_.
- The script parses the final routing iteration and logs DRC violations as 0.
- The congestion estimate from routability-driven global placement came to 0.802.
- For this design the top-level I/O count stands at 25.
- The clock network latency to the later pin of the worst-skew pair is 0.26 ns, for reference.
flip-flops by register name (all words and copies together), names as in the netlist:
register and cells:
rx_valid 1, received_address 1, ns 3, MISO 1, counter 4, cs 3
rx_data 10
logic make-up (layout without fill, tap and decap cells):
logic type | count (synthesis) | in the layout | share of synthesized area
compound gates | 30 | 30 | 0.121
fa+ha+maj | 10 | 10 | 0.0872
xor+xnor | 5 | 5 | 0.0358
latches | 3 | 3 | 0.0314
mux | 13 | 13 | 0.108
simple gates | 73 | 73 | 0.285
flops | 20 | 20 | 0.279
buf+inv | 19 | 53 | 0.0523
layer usage:
| metal | GRT usage | up-vias |
|---|---|---|
| li1 | - | 699 |
| met1 | 0.0882 | 635 |
| met2 | 0.0878 | 26 |
| met3 | 0.0125 | 2 |
| met4 | 0.00508 | 0 |
| met5 | 0 | - |
repair_timing:
action / CTS / global route
endpoints found under the hold margin: 0 / 0
setup endpoints to repair: 5 / 7
buffers inserted: 0 / 3
gates resized: 3 / 6
pin swaps: 1 / 5
cell usage after synthesis, drive strengths merged, types with 4 or more instances:
library cell  count  share of area
ha               10          0.087
nor4b             4          0.029
nor2             10          0.026
clkbuf            5          0.013
nor3              8          0.031
nor4              4          0.017
xnor2             4          0.030
inv              11          0.029
dfxtp            20           0.28
o21ai            15          0.052
a21oi             8          0.028
nand2            20          0.052
nand3             6          0.021
mux2i            11          0.077
final cells by class:
class,count,area [um2]
fill,882,6210
tap,105,131
inverter,11,41.3
timing repair buffer,38,345
sequential,23,448
clock buffer,4,55.1
multi-input combinational,131,987
power groups by stage:
stage / Combinational, W / Clock [W] / Sequential, W
after CTS: 0.000107 / 0.000209 / 0.000262
final: 0.000113 / 0.000201 / 0.000262
after global routing: 0.000126 / 0.000217 / 0.000263
how the worst max path moves through the flow:
stage | from | end | slack (ns) | cells past startpoint
finish | counter[0]$_SDFFE_PN0P_ | rx_data[6]$_SDFFE_PN0P_ | 0.16 | 11
CTS | counter[0]$_SDFFE_PN0P_ | rx_data[6]$_SDFFE_PN0P_ | 0.04 | 10
global route | counter[0]$_SDFFE_PN0P_ | rx_data[6]$_SDFFE_PN0P_ | -0.01 | 11
metrics by stage:
step                total power [W]  setup WS (ns)  hold WS (ns)
global placement           0.000372        -0.0179         0.450
CTS                        0.000577         0.0417         0.468
detailed placement         0.000372        -0.0660         0.450
finish                     0.000576          0.157         0.464
global route               0.000606        -0.0100         0.476
floorplan                  0.000331        0.00151         0.413
critical path, delay by kind of cell (launching register included):
family                     cells  cell delay, ns
adders and majority gates      2            0.50
muxes                          1            0.13
and+or+nand+nor                5            1.58
buffers and inverters          3            0.26
DFF                            1            0.35
layout by cell type (no fill, tap or decap), drive strengths merged, types with 2 or more instances in the layout:
cell,count
and2,3
nor4bb,3
a21oi,8
dlxtn,3
nor3,8
dfxtp,20
o21ai,15
nor2,10
or3,2
nand3,6
a311oi,2
nand4,3
nor4b,4
nor4,4
buf,14
nor2b,3
mux4,2
nand2,20
xnor2,4
clkbuf,4
or4,2
inv,11
clkdlybuf4s50,24
a31oi,2
mux2i,11
ha,10
Power and IR drop assume default switching activity.
